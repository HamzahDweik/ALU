File: /design/flow/run.sh
#!/bin/bash
# OpenROAD 26Q1-2900-gdf79404cd8, Yosys 0.63+post, stock flow scripts
make -C /OpenROAD-flow-scripts/flow DESIGN_CONFIG=/design/flow/config.mk WORK_HOME=/design/flow/orfs finish
File: /design/flow/config.mk
export PLATFORM = sky130hd
export DESIGN_NAME = m16bitAddSub
export DESIGN_NICKNAME = m16bitAddSub
export VERILOG_FILES = /design/flow/design.v
export SDC_FILE = /design/flow/constraint.sdc
export NUM_CORES = 4
export LEC_CHECK = 1
export CORE_AREA = 10 10 70 70
export DIE_AREA = 0 0 80 80
File: /design/flow/constraint.sdc
current_design m16bitAddSub

set clk_period 20.4
set clk_io_pct 0.2

create_clock -name clk0 -period $clk_period

set non_clock_inputs [all_inputs -no_clocks]
set_input_delay [expr $clk_period * $clk_io_pct] -clock clk0 $non_clock_inputs
set_output_delay [expr $clk_period * $clk_io_pct] -clock clk0 [all_outputs]
File: /design/flow/design.v
module FullAdder(A,B,C,carry,sum);
	input A;
	input B;
	input C;
	output carry;
	output sum;
	reg carry;
	reg sum;
	wire c0;
	wire s0;
	wire c1;
	wire s1;
	HalfAdder ha1(A ,B,c0,s0);
	HalfAdder ha2(s0,C,c1,s1);
	always @(*) 
	  begin
	    sum=s1; 
		sum= A^B^C;
	    carry=c1|c0; 
		carry= ((A^B)&C)|(A&B);  
	  end
endmodule
module HalfAdder(A,B,carry,sum);
	input A;
	input B;
	output carry;
	output sum;
	reg carry;
	reg sum;
	always @(*) 
	  begin
	    sum= A ^ B;
	    carry= A & B;
	  end
endmodule
module m16bitAddSub(inputA,inputB,mode,sum,carry,overflow);
    input [15:0] inputA;
	input [15:0] inputB;
    input mode;
    output [15:0] sum;
	output carry;
    output overflow;
	wire c0;  
    wire b0,b1,b2,b3,b4,b5,b6,b7,b8,b9,b10,b11,b12,b13,b14,b15;  
	wire c1,c2,c3,c4,c5,c6,c7,c8,c9,c10,c11,c12,c13,c14,c15,c16;  
	assign c0=mode; 
    assign b0 = inputB[0] ^ mode; 
    assign b1 = inputB[1] ^ mode; 
    assign b2 = inputB[2] ^ mode; 
    assign b3 = inputB[3] ^ mode; 
	assign b4 = inputB[4] ^ mode; 
    assign b5 = inputB[5] ^ mode; 
    assign b6 = inputB[6] ^ mode; 
    assign b7 = inputB[7] ^ mode; 
	assign b8 = inputB[8] ^ mode; 
    assign b9 = inputB[9] ^ mode; 
    assign b10 = inputB[10] ^ mode; 
    assign b11 = inputB[11] ^ mode; 
	assign b12 = inputB[12] ^ mode; 
    assign b13 = inputB[13] ^ mode; 
    assign b14 = inputB[14] ^ mode; 
    assign b15 = inputB[15] ^ mode; 
	FullAdder FA0(inputA[0],b0,  c0,c1,sum[0]);
	FullAdder FA1(inputA[1],b1,  c1,c2,sum[1]);
	FullAdder FA2(inputA[2],b2,  c2,c3,sum[2]);
	FullAdder FA3(inputA[3],b3,  c3,c4,sum[3]);
	FullAdder FA4(inputA[4],b4,  c4,c5,sum[4]);
	FullAdder FA5(inputA[5],b5,  c5,c6,sum[5]);
	FullAdder FA6(inputA[6],b6,  c6,c7,sum[6]);
	FullAdder FA7(inputA[7],b7,  c7,c8,sum[7]);
	FullAdder FA8(inputA[8],b8,  c8,c9,sum[8]);
	FullAdder FA9(inputA[9],b9,  c9,c10,sum[9]);
	FullAdder FA10(inputA[10],b10,  c10,c11,sum[10]);
	FullAdder FA11(inputA[11],b11,  c11,c12,sum[11]);
	FullAdder FA12(inputA[12],b12,  c12,c13,sum[12]);
	FullAdder FA13(inputA[13],b13,  c13,c14,sum[13]);
	FullAdder FA14(inputA[14],b14,  c14,c15,sum[14]);
	FullAdder FA15(inputA[15],b15,  c15,c16,sum[15]);
	assign carry=c16;
	assign overflow=c16^c15;
endmodule
==> run notes <==
flow finished, numbers: crit-path most repeated cell fa_1, total grt overflow 0, DR vias 530, synthesized cell area 726.9 sq um, hold crit path type in -> out, Syn Area/Cell 9.087 sq um, worst-path fanout max 16, required time of the critical path 16320 ps, delay of the slowest critical-path stage 450 ps, Slowest cell on crit path clkdlybuf4s50_1, Setup WS pre-CTS 4889 ps, Antenna Nets Post-Route 0, first-pass GRT wire length 2649 um, GRT Total Usage 4.936%, synth warn 2, Final Non-Filler Cells 160, Post-route DRC 0, Finish-stage setup viols 0, YS chip area 726.9 sq um, flip-flop and latch area 0 sq um, Pins Over Slew Limit 0, # IOs 51, Fmax 64.80 MHz, share of layout cells above drive strength 1 1.754%, # rows 21, DRT Pass-1 Iters 4, worst-path cell chain clkdlybuf4s50_1 > buf_4 > xnor2_1 > fa_1 > fa_1 > fa_1 > fa_1 > fa_1 > fa_1 > fa_1 > fa_1 > fa_1 > fa_1 > fa_1 > fa_1 > fa_1 > fa_1 > inv_1 > fa_1 > clkdlybuf4s50_1, Final Worst Setup Slack 4967 ps, postcts setup bufs 0, WL/cell 9.625 um, Top cells excl fill/tap 51 x clkdlybuf4s50_1, 29 x inv_1, 15 x xnor2_1, 15 x fa_1, Setup CP Type in -> out, Final period util 75.65%, Post-synth seq share 0%, Die Ht 80 um, WP buf/inv 4, Lkg Pwr 0.5150 nW, DP Wirelength 1481 um, Chip Width 80 um, Cells after Synth 80, flop count 0, IO Port Bufs 51, Vias/cell 3.313, Cell Type Count 9, FP Util 21.28%, outcome finished clean, max_slew headroom 82.49%, Hold Fails Final Rpt 0, gpl congestion 0.7621, cts hold-fix bufs 0, Ant. Diodes 0, Worst Path Arrival 11350 ps, Routed Wire Length 1540 um, # clk buffers 0, # Cells Yosys 80, RSZ-0062 raised after global routing false, synthesis-to-finish area growth 58.35%, CP Capture Type output pin, largest net degree at the start of global routing 17, vias in the first global route 578, Placed Cells 160, family with the most delay on the worst path adder cells, Iter 0 DRT Violations 7, Tmin final 15430 ps, cts repair resizes 0, Core Area 3416 sq um, Worst Max-Slew Pin Slew 262.6 ps, setup_tns 0 ps, CP startpoint kind input port, worst vdd ir 0.009232 mV, initial antenna violation count 0, Pwr Density 36.50 nW/um^2, tool warnings 32, highest-count logic cell in the final layout clkdlybuf4s50_1, DIE AREA 6400 sq um, max-cap violation count 0
==> cell type report <==
| cell class | count | area (sq um) |
|---|---|---|
| timing repair buffer | 52 | 518.0 |
| tap | 46 | 57.56 |
| multi-input combinational | 33 | 466.7 |
| fill | 375 | 2265 |
| inverter | 29 | 108.9 |
==> power breakdown <==
part,internal [mW],leakage [nW],total (mW),switching [mW]
clock network,0,0,0,0
registers,0,0,0,0
logic,0.0297,0.515,0.0420,0.0124
==> kinds of logic after synthesis <==
kind of cell,Yosys count,share of synthesized area (%)
xor gates and xnor gates,17,21.52
buffers and inverters,47,35.80
muxes,1,1.377
adders and majority gates,15,41.31
==> stage by stage <==
step / instance area (sq um) / hold WS [ps] / utilization, % / power [mW]
after floorplan: 726.9 / 8309 / - / 0.02662
after global placement: 1151 / 9132 / 33.70 / 0.04358
after detailed placement: 1151 / 9142 / 33.70 / 0.04357
after CTS: 1151 / 9142 / 33.70 / 0.04382
after global routing: 1151 / 9162 / 33.70 / 0.04795
final: 1151 / 9121 / 33.70 / 0.04201
==> metal layers <==
metal / share of wire, % / vias to the layer above / track usage, %
li1: - / 261 / -
met1: 35 / 240 / 5.704
met2: 50 / 29 / 8.668
met3: 15 / 0 / 2.273
met4: 0 / 0 / 0
met5: 0 / - / 0
==> cell usage after synthesis <==
cell     instances  share of area, %
mux2i_1          1               1.4
buf_6            1               1.5
fa_1            15                41
buf_12           1               2.8
xor2_2           1               2.2
xnor2_1         15                18
inv_1           29                15
xor2_1           1               1.2
buf_4           16                17
==> worst paths after layout <==
check | start | endpoint | slack, ps | cells past startpoint
setup / recovery | mode | sum[15] | 4970 | 20
hold / removal | inputA[0] | sum[0] | 9120 | 3
==> worst min-delay path, delay by kind of cell <==
kind	cells	cell delay, ps
buf+inv	2	890
xor+xnor	1	70
Power figures rest on the tool's default switching activity, not on a simulated workload.
