--- design/flow/design.v ---
module m16x32Mux(channels, select, b);
input [15:0][31:0] channels;
input      [15:0] select;
output      [31:0] b;
	assign b = ({32{select[15]}} & channels[15]) | 
               ({32{select[14]}} & channels[14]) |
			   ({32{select[13]}} & channels[13]) |
			   ({32{select[12]}} & channels[12]) |
			   ({32{select[11]}} & channels[11]) |
			   ({32{select[10]}} & channels[10]) |
			   ({32{select[ 9]}} & channels[ 9]) | 
			   ({32{select[ 8]}} & channels[ 8]) |
			   ({32{select[ 7]}} & channels[ 7]) |
			   ({32{select[ 6]}} & channels[ 6]) |
			   ({32{select[ 5]}} & channels[ 5]) | 
			   ({32{select[ 4]}} & channels[ 4]) | 
			   ({32{select[ 3]}} & channels[ 3]) | 
			   ({32{select[ 2]}} & channels[ 2]) | 
               ({32{select[ 1]}} & channels[ 1]) | 
               ({32{select[ 0]}} & channels[ 0]) ;
endmodule
--- design/flow/run.sh ---
#!/bin/bash
# OpenROAD 26Q1-2900-gdf79404cd8, Yosys 0.63+post, stock flow scripts
make -C /OpenROAD-flow-scripts/flow DESIGN_CONFIG=/design/flow/config.mk WORK_HOME=/design/flow/orfs finish
--- design/flow/config.mk ---
export PLATFORM = sky130hd
export DESIGN_NAME = m16x32Mux
export DESIGN_NICKNAME = m16x32Mux
export VERILOG_FILES = /design/flow/design.v
export SDC_FILE = /design/flow/constraint.sdc
export NUM_CORES = 4
export LEC_CHECK = 1
export CORE_AREA = 10 10 220 220
export DIE_AREA = 0 0 230 230
--- design/flow/constraint.sdc ---
current_design m16x32Mux

set clk_period 1.4
set clk_io_pct 0.2

create_clock -name clk0 -period $clk_period

set non_clock_inputs [all_inputs -no_clocks]
set_input_delay [expr $clk_period * $clk_io_pct] -clock clk0 $non_clock_inputs
set_output_delay [expr $clk_period * $clk_io_pct] -clock clk0 [all_outputs]
==> reports/metrics.cfg <==
[final_timing]
slew_headroom=0.7601
worstMarginPinSlew_ns=0.3598
fmax_ghz=0.5644
post-route-min-period_ns=1.772
fin_hold_ws_ns=1.005
grt_setup_unrepaired=yes
hold_violations=0
final-setup-viol-count=32
drv_slew=0
setup_slack_ns=-0.3719
period_used_share=1.266
setup_tns_ns=-9.134

[yosys]
synth-xor-area-share=0
synth.area.mux_share=0
ys_top_logic_family=AND-OR/OR-AND gates
synthCells=336
ys_seq_share=0
yosys_area_mm2=0.002809
yosysWarnings=0
synth-adder-area-share=0
simple_gate_share=0.07127
syn_area_mm2=0.002809
synth_cell_types=8
avgSynthCellArea_um2=8.360
aoi_share=0.8071
yosys_cells=336

[layout]
seq_area_um2=0
fillers=4562
flop-count=0
clockBufferCount=0
drive_above_1_share=0.3239
syn_to_final_growth_pct=306.0
layout_top_cells=324 x clkdlybuf4s50_1, 139 x dlygate4sd2_1, 115 x a22o_1
mi_logic_area_mm2=0.003451
layout.cells.most_common=clkdlybuf4s50_1

[floorplanning]
chipHeight_um=230
die_area_mm2=0.05290
rows=76
fp_util=0.06478
ios=560
die.size.x_um=230
core_area_mm2=0.04336

[placement]
dpl.hpwl_um=38460
io_buffers=560
gp_congestion=0.9502

[global_route]
grt_use_met2=0.2955
grtUsageMet1=0.1918
grt_pass1_vias=7737
antenna_found_initial=12
grt_pass1_wl_um=62160
track_usage=0.1681
overflow=0
grt_max_degree=22
use_met3=0.04925
grt-busiest-layer=met2

[power]
intPower_mw=2.236
p_leak_nw=4.689
power_density_mw_per_mm2=319.4
clkPwrFrac=0
seqPwrFrac=0
p_switching_mw=1.406
swShare=0.3860
combPwrFrac=1.000
ir_worst_vdd_mv=0.1393

[route]
drc=0
drtPass1Iterations=4
wl_per_cell_um=30.04
routed_wl_um=47320
drtIter0Drc=268
vias=6875
avgViaCountPerCell=4.365
ant_nets=0

[critical_path]
crit_start=select[14]
critPathLaunchType=input pin
required_ns=1.12
cp_max_fo=7
crit_type=input pin to output pin
arrival_ns=1.49
crit_path_end_kind=output pin

[worst_hold_path]
min_path_cells=5
hold_end=b[30]
hold_class=input pin to output pin
hold_start=channels[350]

[outcome]
status=complete, but fails checks
violations=negative setup slack

[flow_run]
cap_violations=0
warnings=34

[cts]
cts_hold_buf=0

-- what timing repair did --
item,in CTS,in global routing
gates cloned,12,0
pin swaps,122,74
gates resized,471,69
buffers inserted,18,5
endpoints found under the setup margin,32,32
hold endpoints to repair,0,0
-- cell usage after synthesis --
| cell | count | area (um2) |
|---|---|---|
| buf_2 | 3 | 15.01 |
| buf_1 | 4 | 15.01 |
| a221oi_1 | 124 | 1086 |
| a221oi_2 | 4 | 60.06 |
| clkbuf_1 | 20 | 75.07 |
| a22o_1 | 128 | 1121 |
| nand4_1 | 32 | 200.2 |
| buf_6 | 21 | 236.5 |
-- power by group through the flow --
stage	Combinational (mW)	Sequential (mW)	Clock [mW]
6_report	3.64	0	0.000000191
4_1_cts	3.56	0	0
5_1_grt	3.80	0	0
-- critical path, cell delays in order --
cell	delay, ns
buf_12	0.13
buf_4	0.16
a22o_1	0.23
a221oi_4	0.27
buf_4	0.18
nand4_1	0.09
buf_2	0.15
-- metal layers --
layer	vias to the layer above	share of wire	wire length (um)
li1	2998	-	-
met1	3249	0.38	18190
met2	534	0.49	23020
met3	92	0.091	4313
met4	2	0.038	1776
met5	-	0.00027	13
-- per-stage QoR --
stage	total power [mW]	utilization	worst slack, ns	cell area (um2)	instances
6_report	3.643	0.2630	-0.3719	11400	1575
4_1_cts	3.562	0.2554	-0.3791	11070	1569
5_1_grt	3.800	0.2629	-0.3954	11400	1573
3_5_place_dp	3.073	0.2273	-1.292	9858	1539
2_1_floorplan	0.7170	-	0.2483	2809	336
3_3_place_gp	3.070	0.2273	-1.361	9858	1539
-- how the worst max path moves through the flow --
stage       to  slack (ns)  cells after the start
6_report  b[6]       -0.37                      7
4_1_cts   b[8]       -0.38                      6
5_1_grt   b[8]       -0.40                      6
-- logic make-up after synthesis --
logic type             count (synthesis)
AND-OR/OR-AND                        256
buffers and inverters                 48
AND/OR/NAND/NOR                       32
-- final cells by class --
type / instances / share of cell area
Multi-Input combinational cell: 288 / 0.3026
Antenna cell: 2 / 0.0004388
Tap cell: 585 / 0.06418
Timing Repair Buffer: 700 / 0.6328
Power and IR drop assume default switching activity.
